### design/flow/run.sh
#!/bin/bash
# OpenROAD 26Q1-2900-gdf79404cd8, Yosys 0.63+post, stock flow scripts
make -C /OpenROAD-flow-scripts/flow DESIGN_CONFIG=/design/flow/config.mk WORK_HOME=/design/flow/orfs finish
### design/flow/config.mk
export PLATFORM = sky130hd
export DESIGN_NAME = speed_control
export DESIGN_NICKNAME = speed_control
export VERILOG_FILES = /design/flow/design.v
export SDC_FILE = /design/flow/constraint.sdc
export NUM_CORES = 4
export LEC_CHECK = 1
export CORE_UTILIZATION = 40
### design/flow/constraint.sdc
current_design speed_control

set clk_period 3.6
set clk_io_pct 0.2

create_clock -name clk0 -period $clk_period [get_ports {clk}]

set non_clock_inputs [all_inputs -no_clocks]
set_input_delay [expr $clk_period * $clk_io_pct] -clock clk0 $non_clock_inputs
set_output_delay [expr $clk_period * $clk_io_pct] -clock clk0 [all_outputs]
### design/flow/design.v
`default_nettype none
module speed_control (input wire clk, input wire rst_n, input wire speed_up_event, input wire speed_down_event, 
						input wire speed_reset_event, output reg signed [31:0] div_clk_count);
	localparam signed default_clk_count = 614;  
	localparam signed max_off_set = 32153;  
	localparam signed min_off_set = -614; 
	reg signed [15:0] off_set;
	always_ff @(posedge clk, negedge rst_n)
		if (~rst_n) off_set <= 16'd0;
		else if ((off_set == max_off_set) | (off_set == min_off_set))
			off_set <= off_set;
		else
			case ({speed_reset_event, speed_down_event, speed_up_event})
				3'b100: off_set <= 16'd0;
				3'b010: off_set <= off_set + 16'd1;
				3'b001: off_set <= off_set - 16'd1;
				default: off_set <= off_set;
			endcase
	always_ff @(posedge clk, negedge rst_n)
		if (~rst_n) div_clk_count <= default_clk_count;
		else div_clk_count <= default_clk_count + {{16{off_set[15]}}, off_set};
endmodule
`default_nettype wire
==> Changelog: implementation <==
### Changed

- Most repeated cell in the gate-level netlist after synthesis: nand2_1
- CTS resizes: 0
- Grt total ovfl: 0
- Synth Cell Area: roughly 2300 um^2
- Gate power share: 19.0%
- Rel. slew slack: 66.49%
- Outcome: completed
- Synth Register Bits: 33
- Log Warnings: 25
- R2R depth: 7
- R2R Path Start: off_set[1]$_DFFE_PN0P_
- Chip height: 77.27 um
- FP Rows: 27
- Kind of start point of the critical path: primary input
- Clk sink count: 33
- Clk latency late pin: 280 ps
- Unrepaired setup endpoints after global routing: no
- DP HPWL: 3585 um
- Drt pass-1 iters: 4
- Die width: 77.27 um
- Power Internal: 732.3 uW
- Clock Skew: 4.710 ps
- Yosys warns: 1
- Fin crit share: 81.76%
- Antenna cells: 0
- CP cell instances: clkdlybuf4s50_1 > nor3b_2 > buf_4 > ha_1 > a21oi_1 > o21ai_0 > a41oi_1 > and3_1 > o41ai_1
- Routability cong.: just under 1
- Max Freq: 339.7 MHz
- Vias in the first global route: ~1,700
- Root buffer cell: clkbuf_8
- Final Hold Fails: 0
- PnR Total Power: 984.8 uW
- Final setup margin: 656.6 ps
- Hold/Removal Path Class: register to register
- Initial DRC Count: 77
- Count of input and output buffers: 36
- Seq share, synth: 36.72%
- Biggest area cells: dfrtp_1 (31%), ha_1 (8.3%), nand2_1 (6.0%), dfstp_2 (5.8%), buf_4 (5.3%)
- First-pass GRT wire length: 8162 um
- Cts hold-fix bufs: 0
- Ys async rst share: 100.0%
- Core area: 5473 um^2
- Dominant register cell: dfrtp_1
- Delay of the slowest critical-path stage: 500 ps
- Min Clock Period, post-route: 2943 ps
- Largest net degree at the start of global routing: 34
- Synth top cells by count: nand2_1 (36), dfrtp_1 (28), a21oi_1 (18), buf_4 (16), ha_1 (15)
- Num CTS Buffers: 5
- ANT nets after route: 0
- P_sw: 252.5 uW
- Post-synth top area cell: dfrtp_1
- Area delta synth->final: 19.77%
- Post-Synthesis Cells: about 250
- Distinct lib cells: 44
- Share of cells above drive strength 1: under 10%
- Clock share of power: a little under two fifths
- Hold Path Depth: 0
- CP endpoint kind: register
- Antenna violations before repair: 0
- Worst r2r dst: off_set[14]$_DFFE_PN0P_
- Reg power frac: between 40 and 50%
- IO Count: 37
- Worst Hold End: div_clk_count[0]$_DFF_PN0_
- Power density over cell area: roughly 360 nW/um^2
- Hold Startpoint: off_set[0]$_DFFE_PN0P_
- Crit Path Max Fanout: 15
- Reg-to-reg slack, setup: ~1400 ps
- WP data arrival: around 3100 ps
- Max-cap violations: 0
- Net Sw Frac: 25.64%
- # setup viols final: 0
- # Cells Yosys: around 250
- Number of fill cells: 511
- CTS tree: done
- Routed WL: a little under 5000 um
- GRT Total Usage: 17.69%
- CTS H-tree lvls: 2
- DR vias: 1,840
- WL per Instance: 13.85 um
- Die ar.: around 6000 um^2
- Slowest-stage cell, CP: clkdlybuf4s50_1
- Post-placement setup slack: 340.2 ps
- Worst-Margin Slew: between 500 and 600 ps
- Post-route cell area: 2714 um^2
- Max VDD drop: 0.0001942 V
- Number of flops mapped to enable cells by yosys: 0
- Area share, top type: 30.92%
- # placed instances: roughly 340
- DR vias/cell: 5.303
- Setup TNS: 0 ps
- Clock-pin slew on the worst setup and hold paths: 70 ps
- Post-CTS Setup Repair Bufs: 0
- Yosys stat area: 2266 um^2
- Leak: ~1.1 nW
- Fp_density: 41.40%
- Drc violations: 0
- Max Slew Vio Count: 0
- Clock Path Buffers: 2
- Non-Filler Instances: 347
- Avg Inst Size Synth: 9.137 um^2
- CP required: 3770 ps
- Placed Area: 2597 um^2
- Crit Path Class: primary input to register
==> sequential cells by signal (all words and copies together), names as in the netlist <==
signal	flops
off_set	16
div_clk_count	17
==> critical path, delay by kind of cell <==
family	cells	cell delay, ps
AOI/OAI and AO/OA	4	990
adders and majority gates	1	230
buffers and inverters	2	760
and+or+nand+nor	2	410
==> how the worst max path moves through the flow <==
stage | from | depth (start not counted) | to | slack [ps]
CTS | speed_up_event | 9 | off_set[14]$_DFFE_PN0P_ | 640
finish | speed_up_event | 9 | off_set[14]$_DFFE_PN0P_ | 660
global route | speed_up_event | 9 | off_set[14]$_DFFE_PN0P_ | 430
==> per-stage QoR <==
stage / utilization (%) / hold slack [ps]
after CTS: 49.59 / 538.0
after global placement: 47.46 / 523.0
after detailed placement: 47.46 / 519.2
after global routing: 49.59 / 554.0
final: 49.59 / 533.7
after floorplan: - / 424.4
==> power groups by stage <==
stage         combinational, mW  clock, mW  sequential [mW]
CTS                       0.189      0.370            0.436
global route              0.210      0.383            0.442
finish                    0.187      0.361            0.436
==> placed cells by master (no fill, tap or decap), types with 2 or more instances in the layout <==
cell type | netlist | routed
a211oi_1 | 3 | 3
a21boi_0 | 2 | 2
a21o_1 | 4 | 4
a21oi_1 | 18 | 18
a31oi_1 | 2 | 2
a41oi_1 | 2 | 2
and3_1 | 2 | 2
buf_4 | 16 | 2
clkbuf_8 | 0 | 6
clkdlybuf4s50_1 | 0 | 36
dfrtp_1 | 28 | 28
dfstp_2 | 5 | 5
ha_1 | 15 | 15
inv_1 | 9 | 9
nand2_1 | 36 | 36
nand2b_1 | 3 | 3
nand2b_2 | 2 | 2
nand3_1 | 5 | 5
nand3b_1 | 3 | 3
nand4_1 | 3 | 3
nor2_1 | 12 | 12
nor3_1 | 2 | 2
o2111ai_1 | 2 | 2
o211ai_1 | 5 | 5
o21a_1 | 5 | 5
o21ai_0 | 8 | 8
o21ai_1 | 4 | 4
o31ai_1 | 10 | 10
o41ai_1 | 2 | 2
or2_2 | 2 | 2
or3_1 | 3 | 3
xnor2_1 | 13 | 13
xor2_1 | 7 | 7
==> per-layer routing <==
metal	global-route usage, %	vias up	routed length (um)
li1	-	930	-
met1	28.40	859	2415
met2	26.73	47	2161
met3	2.539	4	179
met4	2.264	0	50
met5	0	-	0
==> cell type report <==
type | count | area, um^2 | share of cell area, %
multi-input cells | 187 | 1266 | 46.66
flip-flops and latches | 33 | 832.0 | 30.66
clock inverters | 1 | 30.03 | 1.107
inverters | 9 | 33.78 | 1.245
clock buffers | 7 | 86.33 | 3.181
well taps | 72 | 90.09 | 3.320
repair buffers | 38 | 375.4 | 13.83
==> cell families (layout without fill, tap and decap cells) <==
kind of cell | count (synthesis) | after routing | synth area share (%)
AND-OR/OR-AND | 71 | 71 | 20.82
XOR/XNOR | 20 | 20 | 7.731
adder cells (fa/ha/maj) | 16 | 16 | 9.166
buffers and inverters | 28 | 55 | 7.620
flip-flops | 33 | 33 | 36.72
AND/OR/NAND/NOR | 80 | 80 | 17.95
No activity file was given, so power comes from the tool's default toggle rates.
