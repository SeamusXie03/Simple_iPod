File: flow/config.mk
export PLATFORM = sky130hd
export DESIGN_NAME = FSM_controller
export DESIGN_NICKNAME = FSM_controller
export VERILOG_FILES = /design/flow/design.v
export SDC_FILE = /design/flow/constraint.sdc
export NUM_CORES = 4
export LEC_CHECK = 1
export CORE_AREA = 10 10 80 80
export DIE_AREA = 0 0 90 90
File: flow/constraint.sdc
current_design FSM_controller

set clk_period 3.5
set clk_io_pct 0.2

create_clock -name clk0 -period $clk_period [get_ports {clk}]

set non_clock_inputs [all_inputs -no_clocks]
set_input_delay [expr $clk_period * $clk_io_pct] -clock clk0 $non_clock_inputs
set_output_delay [expr $clk_period * $clk_io_pct] -clock clk0 [all_outputs]
File: flow/design.v
`default_nettype none
module FSM_controller (input wire clk, input wire rst_n, input wire start, 
						input wire [7:0] keyboard_in, input wire kbd_data_ready,
						input wire [31:0] data_in, input wire read_finish, input wire is_first, 
						output wire read_start, output reg [7:0] audio_data, output wire finish, 
						output reg back_mode);
   localparam char_B = 8'h32;
   localparam char_E = 8'h24;
   localparam char_F = 8'h2b;
   localparam char_D = 8'h23;
   typedef enum logic [6:0] {
		pause 			= 7'b000_0000,
		wait_start		= 7'b001_0000,
		request_data	= 7'b010_1000,
		wait_data		= 7'b011_0000,
		play_lower		= 7'b100_0100,
		play_upper		= 7'b101_0010,
		finish_state	= 7'b110_0001
	} statetype;
	statetype state;
	wire load_lower, load_upper, back, forward, play, stop;
	wire sync_back, sync_forward, sync_play, sync_stop;
	assign read_start = state[3];
	assign load_lower = state[2];
	assign load_upper = state[1];
	assign finish = state[0];
	assign back = (keyboard_in == char_B) & kbd_data_ready;
	assign forward = (keyboard_in == char_F) & kbd_data_ready;
	assign play = (keyboard_in == char_E) & kbd_data_ready;
	assign stop = (keyboard_in == char_D) & kbd_data_ready;
	doublesync syncback(.indata(back), .outdata(sync_back), .clk(clk), .reset(1'b1));                
	doublesync syncforward(.indata(forward), .outdata(sync_forward), .clk(clk), .reset(1'b1));               
	doublesync syncplay(.indata(play), .outdata(sync_play), .clk(clk), .reset(1'b1));                
	doublesync syncstop(.indata(stop), .outdata(sync_stop), .clk(clk), .reset(1'b1));                
	always_ff @(posedge clk, negedge rst_n)
		if (~rst_n) state <= pause;
		else
			case (state)
				pause: state <= play ? wait_start : pause;
				wait_start: state <= stop ? pause : (start ? request_data : wait_start);
				request_data: state <= wait_data;
				wait_data: begin
							if (read_finish)
								if (~back_mode)
									state <= is_first ? play_upper : play_lower;
								else 
									state <= is_first ? play_lower : play_upper;
							end
				play_lower: state <= finish_state;
				play_upper: state <= finish_state;
				finish_state: state <= wait_start;
				default: state <= pause;
			endcase
	always_ff @(posedge clk, negedge rst_n)
		if (~rst_n) back_mode <= 1'b0;
		else if (back) back_mode <= 1'b1;
		else if (forward) back_mode <= 1'b0;
	always_ff @(posedge clk, negedge rst_n)
		if (~rst_n) audio_data <= 8'd0;
		else if (load_upper) audio_data <= data_in[31:24];
		else if (load_lower) audio_data <= data_in[15:8];
endmodule 
`default_nettype wire 
module doublesync(indata,
				  outdata,
				  clk,
				  reset);
input indata,clk,reset;
output outdata;
reg reg1, reg2;
always @(posedge clk or negedge reset)
begin
	 if (!reset)
	 begin
	 	reg1 <= 1'b0;
		reg2 <= 1'b0;
	 end else 
	 begin
	 	reg1 <= indata;
		reg2 <= reg1;
	 end
end
assign outdata = reg2;
endmodule
File: flow/run.sh
#!/bin/bash
# OpenROAD 26Q1-2900-gdf79404cd8, Yosys 0.63+post, stock flow scripts
make -C /OpenROAD-flow-scripts/flow DESIGN_CONFIG=/design/flow/config.mk WORK_HOME=/design/flow/orfs finish
==> out/metrics.cfg <==
[synthesis]
ys_area_um2=827
synthesis.instances=83
syn_area_um2=827
area_leaders=dfrtp_1 48%, mux2i_1 11%, o21ai_1 6.7%
largest_area_cell=dfrtp_1
yosys_cells=83
synth.distinct_cells=29
ys_ff=16
avgSynthCellArea_um2=9.96
ys_warn_count=2
ys_seq_share_pct=48.4
synth_top_area_share_pct=48.4

[grt]
grt_pass1_vias=747
grt_first_pass_wirelength_um=4000
grt-busiest-layer=met2
grt_max_degree=21
grt_overflow=0
grtUsageTotal_pct=5.87
met2_usage_pct=10.6
grtUsageMet1_pct=7.48
met3_usage_pct=0.419
antenna_found_initial=0

[critical_path]
cp-end-kind=output port
crit_family=buffers and inverters
path_max_fanout=5
crit_chain=clkdlybuf4s50_1
path_buffers=1
rr_worst_depth=4
r2r_end=state[1]
critical_path_depth=1
crit-reg2reg-launch=state[1]
critPathMaxStageDelay_ns=0.52
arrival_ns=1.19
path_class=flip-flop to output port
r2r_slack_ns=1.80
crit_start=state[0]
cp_slowest_cell=clkdlybuf4s50_1
critPathRequiredTime_ns=2.80
critPathCapture=finish
cp-start-kind=flip-flop

[layout]
final_core_utilization_pct=28.7
drive_gt1_share_pct=5.65
layout-area-overhead-vs-synth_pct=63.7
n_fill_cell=486

[clocking]
cts_buffers=3
htree_levels=1
cts_tree=done
cts_setup_buffers=0
clk_pin_slew_ns=0.06
cts_resized=0
clockBufferDepth=2
ctsHoldBuffers=0
cts-root-buf=clkbuf_8
cts_sinks=16
clk_latency_ns=0.25

[timing]
max_freq_mhz=529
final-max-slew-violation-count=0
fin_setup_tns_ns=0
slew_headroom_pct=47.8
fin_ws_ns=1.61
hold_viol=0
finalSetupViolCount=0
fin_skew_ns=0.000609
rsz0062_at_grt=false
fin_crit_ns=1.89
finalClockPeriodUsage_pct=54.0
tightest_slew_ns=0.781

[die]
core-area_um2=4720
fp-row-count=25
die_x_um=90
fp_util_pct=17.5
chipArea_um2=8100
die_y_um=90
io_pins=57

[drt]
vias=728
drt-total-wl_um=2410
avgViaCountPerCell=3.81
drtIter0Drc=23
dr.pass1.iters=4
drc=0
ant_nets=0
wire_per_inst_um=12.6
diodes=0

[run_status]
status=completed

[power]
p_leak_nw=0.545
pwr_density_cell_nw_per_um2=290
ir_worst_vdd_mv=0.106

[placement]
io_buffers=40
dp_hpwl_um=1930
dp_slack_ns=1.55
routabilityCongestion=0.845

[worst_hold_path]
hold_path_class=flip-flop to flip-flop

[job]
warnings=41
cap_violations=0

metal layers:
| metal | wire (µm) | vias to the layer above |
|---|---|---|
| met3 | 20 | 2 |
| li1 | - | 382 |
| met1 | 1030 | 337 |
| met2 | 1330 | 7 |
| met4 | 28 | 0 |
| met5 | 0 | - |
area by class of cell:
class                      instances  area, µm²  area share [%]
clock buffer                       4       55.1            4.07
inverter                           3       11.3           0.832
multi-input combinational         61        403            29.8
sequential                        16        400            29.6
tap                               67       83.8            6.19
timing repair buffer              40        400            29.6
power by group:
group	leakage [nW]	internal, W	switching (W)
clock network	0.0288	0.0000997	0.0000637
logic	0.298	0.0000310	0.0000122
registers	0.218	0.000185	0.000000195
total	0.545	0.000316	0.0000761
sequential cells by signal, summed over array words and instances, names as in the netlist:
register	count
audio_data	8
back_mode	1
state	7
worst min path at each step:
stage	start	end	slack [ns]	cells past startpoint
global route	audio_data[2]	audio_data[2]	0.59	2
finish	audio_data[0]	audio_data[0]	0.55	2
CTS	audio_data[0]	audio_data[0]	0.56	2
cells in the mapped netlist:
cell and count:
a21oi_1 1, a41oi_1 1, and4_1 1, and4b_1 1, and4bb_1 1, buf_1 1, buf_2 1, clkbuf_1 1
dfrtp_1 16, inv_1 3, mux2i_1 9, nand2_1 10, nand2b_1 2, nand3_1 4, nand3b_1 2, nand4_1 1
nand4b_1 1, nor2_1 3, nor2b_1 2, nor3_1 2, nor3b_1 1, nor3b_2 1, nor4_2 1, nor4b_1 1
o21ai_0 2, o21ai_1 11, o31ai_1 1, or3_4 1, xnor2_1 1
kinds of logic (layout without fill, tap and decap cells):
logic type	after synthesis	in the layout	share of synthesized area [%]
XOR/XNOR	1	1	1.06
AND-OR/OR-AND	16	16	10.4
AND/OR/NAND/NOR	35	35	26.3
buffers and inverters	6	47	2.87
flip-flops	16	16	48.4
multiplexers	9	9	10.9
layout by cell type, fill, tap and decap left out, types with 3 or more instances in the layout:
cell type,instances
dfrtp_1,16
mux2i_1,9
clkdlybuf4s50_1,40
o21ai_1,11
clkbuf_8,4
nor2_1,3
inv_1,3
nand3_1,4
nand2_1,10
metrics by stage:
stage	std cells	power (W)	hold WS, ns	cell area (µm²)
after floorplan	83	0.000193	0.404	827
after global placement	187	0.000232	0.532	1300
after detailed placement	187	0.000232	0.540	1300
after CTS	191	0.000399	0.557	1350
after global routing	191	0.000411	0.594	1350
final	191	0.000392	0.555	1350
Power and IR drop assume default switching activity.
