===== /design/flow/run.sh =====
#!/bin/bash
# OpenROAD 26Q1-2900-gdf79404cd8, Yosys 0.63+post, stock flow scripts
make -C /OpenROAD-flow-scripts/flow DESIGN_CONFIG=/design/flow/config.mk WORK_HOME=/design/flow/orfs finish

===== /design/flow/design.v =====
`default_nettype none
module clock_divider #(parameter N = 32) (input wire inclk, input wire [N-1:0] div_clk_count, input wire rst_n, 
					output reg outclk, output wire outclk_Not);
	reg [N-1:0] clock_count;
	always_ff @(posedge inclk, negedge rst_n) 
		if (~rst_n) begin
			clock_count <= 0;
			outclk <= 0;
		end
		else if (clock_count >= div_clk_count - 1) begin 
				clock_count <= 0;
				outclk <= ~outclk;
		end else clock_count <= clock_count + 1;
	assign outclk_Not = ~outclk;
endmodule
`default_nettype wire
`default_nettype none
module tone_generator (input wire inclk, input wire rst_n, input wire [2:0] SW, output wire outclk, output wire outclk_Not);
	localparam Do = 32'hBAB9;
	localparam Re = 32'hA65D;
	localparam Mi = 32'h9430;
	localparam Fa = 32'h8BE9;
	localparam So = 32'h7CB8;
	localparam La = 32'h6EF9;
	localparam Si = 32'h62F1;
	localparam Do2 = 32'h5D5D;
	reg [31:0] div_clk_count;
	always_comb
		case (SW)
			3'd0: div_clk_count = Do; 
			3'd1: div_clk_count = Re; 
			3'd2: div_clk_count = Mi; 
			3'd3: div_clk_count = Fa;
			3'd4: div_clk_count = So;
			3'd5: div_clk_count = La;
			3'd6: div_clk_count = Si;
			3'd7: div_clk_count = Do2;
		endcase
	clock_divider clockd(.inclk(inclk), .div_clk_count(div_clk_count), .rst_n(rst_n), 
					.outclk(outclk), .outclk_Not(outclk_Not));
endmodule
`default_nettype wire

===== /design/flow/constraint.sdc =====
current_design tone_generator

set clk_period 3.9
set clk_io_pct 0.2

create_clock -name clk0 -period $clk_period [get_ports {inclk}]

set non_clock_inputs [all_inputs -no_clocks]
set_input_delay [expr $clk_period * $clk_io_pct] -clock clk0 $non_clock_inputs
set_output_delay [expr $clk_period * $clk_io_pct] -clock clk0 [all_outputs]

===== /design/flow/config.mk =====
export PLATFORM = sky130hd
export DESIGN_NAME = tone_generator
export DESIGN_NICKNAME = tone_generator
export VERILOG_FILES = /design/flow/design.v
export SDC_FILE = /design/flow/constraint.sdc
export NUM_CORES = 4
export LEC_CHECK = 1
export CORE_UTILIZATION = 30

==> impl_metrics.sql <==
-- metrics for the results database
INSERT INTO impl_metrics (metric_group, metric, value, unit) VALUES
('route', 'via_per_inst', '4.79', ''),
('finish', 'instances_no_fill', '362', ''),
('logic_synthesis', 'fa_ha_area_share', '14.4', '%'),
('cts', 'tritoncts', 'yes', ''),
('global_route', 'grt_antenna_before_repair', '0', ''),
('cts', 'cts-root-buf', 'sky130_fd_sc_hd__clkbuf_8', ''),
('logic_synthesis', 'synthCells', '233', ''),
('place', 'detailed_place.area', '2470', 'um2'),
('critical_path', 'critical_path_buf_inv_count', '4', ''),
('final_timing', 'drv_slew', '0', ''),
('finish', 'proportion_of_layout_cells_with_a_drive_suffix_above_1', '11.7', '%'),
('route', 'initialDrtViolationCount', '129', ''),
('place', 'numPortBuffers', '6', ''),
('critical_path', 'critPathRequiredTime', '4.06', 'ns'),
('floorplanning', 'die_footprint', '7590', 'um2'),
('floorplanning', 'chipHeight', '87.1', 'um'),
('final_timing', 'hold_viol', '0', ''),
('critical_path', 'timing.setup.critical_path_class', 'primary input to flop', ''),
('flow_run', 'log.warning_count', '28', ''),
('logic_synthesis', 'mux_share', '0', '%'),
('power_and_ir_drop', 'power_density', '263', 'nW/um2'),
('final_timing', 'grt_setup_unrepaired', 'false', ''),
('power_and_ir_drop', 'total_power', '0.694', 'mW'),
('logic_synthesis', 'synth-xor-area-share', '10.1', '%'),
('logic_synthesis', 'async_flop_share', '100', '%'),
('logic_synthesis', 'yosys.area.top_type_share', '38.0', '%'),
('logic_synthesis', 'yosysMostFrequentCell', 'sky130_fd_sc_hd__dfrtp_1', ''),
('status', 'run_status', 'finished, final reports clean', ''),
('final_timing', 'finalSetupViolCount', '0', ''),
('place', 'gp_congestion', '0.849', ''),
('logic_synthesis', 'synth.comb.largest_family', 'simple AND/OR/NAND/NOR gates', ''),
('route', 'first_pass_iters', '4', ''),
('final_timing', 'maxClockFrequency', '270', 'MHz'),
('route', 'drt.antenna.violating_nets', '0', ''),
('logic_synthesis', 'main_flop_type_after_synthesis', 'sky130_fd_sc_hd__dfrtp_1', ''),
('critical_path', 'crit_path_start_kind', 'primary input', ''),
('logic_synthesis', 'synth_seq_share', '38.0', '%'),
('cts', 'ctsHoldBuffers', '0', ''),
('place', 'dp_cells', '350', ''),
('floorplanning', 'ioPinCount', '7', ''),
('finish', 'area.combinational', '1300', 'um2'),
('final_timing', 'worst_slack', '0.199', 'ns'),
('power_and_ir_drop', 'vdd_drop_max', '228', 'uV'),
('final_timing', 'timing.max_slew.rel_slack', '52.5', '%'),
('critical_path', 'timing.critical_path.cells', 'clkdlybuf4s50_1 > inv_1 > a21boi_0 > ha_1 > nand4_1 > o21ai_0 > nand2_1 > ha_1 > nand2_1 > or4_1 > o32a_1 > a21boi_4 > buf_12 > clkbuf_16 > nor3_1', ''),
('floorplanning', 'initial_utilization', '31.5', '%'),
('global_route', 'grt_usage', '12.8', '%'),
('critical_path', 'crit_slowest_cell', 'sky130_fd_sc_hd__clkdlybuf4s50_1', ''),
('logic_synthesis', 'synth-area-yosys', '2170', 'um2'),
('global_route', 'grt_pass1_wl', '7470', 'um'),
('cts', 'clk-insertion-delay-late', '0.28', 'ns'),
('cts', 'clock_sink_count', '33', ''),
('logic_synthesis', 'post_synth_num_cell_types', '36', ''),
('logic_synthesis', 'post_synth_ao_oa_area_fraction', '9.38', '%'),
('logic_synthesis', 'synth-warning-count', '2', ''),
('hold_path', 'timing.hold.worst.class', 'flop to flop', ''),
('final_timing', 'tmin_final', '3.70', 'ns'),
('flow_run', 'maxCapViolCount', '0', ''),
('cts', 'tritoncts.num_buffers', '5', ''),
('logic_synthesis', 'synth-edff-count', '0', ''),
('global_route', 'grt_overflow', '0', ''),
('critical_path', 'critPathMaxStageDelay', '0.52', 'ns'),
('route', 'num_antenna_cells', '0', ''),
('route', 'wirelength', '4460', 'um'),
('finish', 'area.growth.synth_to_final', '21.3', '%'),
('place', 'detailedPlace.worstSlack', '-0.180', 'ns'),
('floorplanning', 'core-area', '6910', 'um2'),
('final_timing', 'final_min_period_over_clock_period', '94.9', '%'),
('logic_synthesis', 'netlist.top_cell.by_area', 'sky130_fd_sc_hd__dfrtp_1', ''),
('place', 'dp_hpwl', '3090', 'um'),
('critical_path', 'endpoint_kind', 'flop', '');
-- routing by layer --
metal	vias to the layer above	part of all wire, %	global-route usage [%]
li1	898	-	-
met1	816	54	20.3
met2	16	43	19.6
met3	4	2.2	1.73
met4	0	0.58	1.49
met5	-	0	0
-- what timing repair did --
item	CTS	global route
setup buffers	0	1
setup endpoints to repair	0	28
gates resized	0	2
-- final cells by class --
class	instances	area share (%)
Sequential cell	33	31.3
Timing Repair Buffer	26	10.6
Multi-Input combinational cell	191	49.3
Clock inverter	2	0.379
Tap cell	96	4.55
Inverter	8	1.14
Clock buffer	6	2.75
-- kinds of logic (layout without fill, tap and decap cells) --
kind of cell	Yosys count	after routing
simple gates	101	101
flops	33	33
compound gates	32	32
fa+ha+maj	25	25
xor+xnor	25	25
buf+inv	15	42
other cells	2	8
-- flip-flops by register name (all words and copies together), names as in the netlist --
name,flops
clockd.clock_count,32
clockd.outclk,1
-- cells in the final DEF (no fill, tap or decap), types with 2 or more instances in the layout --
cell type | Yosys | final
sky130_fd_sc_hd__or3_1 | 2 | 2
sky130_fd_sc_hd__a21oi_1 | 10 | 9
sky130_fd_sc_hd__xor2_1 | 19 | 19
sky130_fd_sc_hd__nand4_1 | 9 | 9
sky130_fd_sc_hd__and3_1 | 3 | 3
sky130_fd_sc_hd__xnor2_1 | 6 | 6
sky130_fd_sc_hd__and4_1 | 3 | 3
sky130_fd_sc_hd__clkbuf_16 | 0 | 2
sky130_fd_sc_hd__dlymetal6s2s_1 | 0 | 2
sky130_fd_sc_hd__conb_1 | 2 | 8
sky130_fd_sc_hd__clkinv_2 | 0 | 2
sky130_fd_sc_hd__nand2b_1 | 3 | 3
sky130_fd_sc_hd__nor3_1 | 28 | 28
sky130_fd_sc_hd__o21ai_0 | 14 | 14
sky130_fd_sc_hd__nor2_1 | 8 | 8
sky130_fd_sc_hd__buf_4 | 0 | 15
sky130_fd_sc_hd__clkdlybuf4s50_1 | 0 | 4
sky130_fd_sc_hd__nand3_1 | 11 | 11
sky130_fd_sc_hd__or4_1 | 3 | 3
sky130_fd_sc_hd__buf_12 | 0 | 2
sky130_fd_sc_hd__ha_1 | 25 | 25
sky130_fd_sc_hd__nand2_1 | 21 | 21
sky130_fd_sc_hd__dfrtp_1 | 33 | 33
sky130_fd_sc_hd__clkbuf_8 | 0 | 5
sky130_fd_sc_hd__nor4_1 | 3 | 3
sky130_fd_sc_hd__o21a_1 | 2 | 2
sky130_fd_sc_hd__inv_1 | 8 | 8
-- path summary, 6_finish.rpt --
| path | start | to | slack, ns | depth (start not counted) |
|---|---|---|---|---|
| max reg2reg | clockd.clock_count[15] | clockd.clock_count[26] | 1.37 | 8 |
| min reg2reg | clockd.clock_count[0] | clockd.clock_count[0] | 0.55 | 1 |
| min | clockd.clock_count[0] | clockd.clock_count[0] | 0.55 | 1 |
| max in group asynchronous | rst_n | clockd.clock_count[7] | 2.70 | 2 |
| max | SW[2] | clockd.clock_count[26] | 0.20 | 15 |
| min in group asynchronous | rst_n | clockd.clock_count[14] | 0.90 | 2 |
-- stage by stage --
| stage | util [%] | hold slack [ns] |
|---|---|---|
| 2_1_floorplan | - | 0.473 |
| 3_3_place_gp | 35.8 | 0.524 |
| 3_5_place_dp | 35.8 | 0.524 |
| 4_1_cts | 37.0 | 0.538 |
| 5_1_grt | 38.2 | 0.591 |
| 6_report | 38.2 | 0.546 |
-- report_power, final --
group	internal, mW	total [mW]	switching (mW)
logic	0.0504	0.0916	0.0411
registers	0.350	0.360	0.0100
clock network	0.123	0.243	0.119
total	0.524	0.694	0.170
